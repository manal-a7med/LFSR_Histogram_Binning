`flow/constraint.sdc`:
```
current_design s_axil

set clk_period 28.8
set clk_io_pct 0.2

create_clock -name clk0 -period $clk_period [get_ports {aclk}]

set non_clock_inputs [all_inputs -no_clocks]
set_input_delay [expr $clk_period * $clk_io_pct] -clock clk0 $non_clock_inputs
set_output_delay [expr $clk_period * $clk_io_pct] -clock clk0 [all_outputs]
```
`flow/design.v`:
```
`timescale 1ns / 1ps
module s_axil (
    input wire aclk,
    input wire aresetn,
    input wire [31:0] s_axil_awaddr,
    input wire s_axil_awvalid,
    output reg s_axil_awready,
    input wire [31:0] s_axil_wdata,
    input wire s_axil_wvalid,
    output reg s_axil_wready,
    output reg [1:0] s_axil_bresp,
    output reg s_axil_bvalid,
    input wire s_axil_bready,
    input wire [31:0] s_axil_araddr,
    input wire s_axil_arvalid,
    output reg s_axil_arready,
    output reg [31:0] s_axil_rdata,
    output reg [1:0] s_axil_rresp,
    output reg s_axil_rvalid,
    input wire s_axil_rready,
    output reg [31:0] m_axis_tdata,
    output reg m_axis_tvalid,
    input wire m_axis_tready
);
    reg [31:0] memory [0:255];  
    reg [31:0] seed;
    always @(posedge aclk) begin
        if (!aresetn) begin
            s_axil_awready <= 0;
            s_axil_wready <= 0;
            s_axil_bvalid <= 0;
            s_axil_arready <= 0;
            s_axil_rvalid <= 0;
            m_axis_tvalid <= 0;
            seed <= 0;
        end else begin
            if (s_axil_awvalid && s_axil_wvalid && !s_axil_awready && !s_axil_wready) begin
                s_axil_awready <= 1;
                s_axil_wready <= 1;
                memory[s_axil_awaddr[7:0]] <= s_axil_wdata;  
                if (s_axil_awaddr == 32'h08) seed <= s_axil_wdata;
            end else begin
                s_axil_awready <= 0;
                s_axil_wready <= 0;
            end
            if (s_axil_awready && s_axil_wready && !s_axil_bvalid) begin
                s_axil_bvalid <= 1;
                s_axil_bresp <= 2'b00;
            end else if (s_axil_bvalid && s_axil_bready) begin
                s_axil_bvalid <= 0;
            end
            if (s_axil_arvalid && !s_axil_arready) begin
                s_axil_arready <= 1;
            end else begin
                s_axil_arready <= 0;
            end
            if (s_axil_arvalid && !s_axil_arready) begin
                s_axil_arready <= 1;
            end else begin
                s_axil_arready <= 0;
            end
            if (s_axil_arready && !s_axil_rvalid) begin
                s_axil_rvalid <= 1;
                s_axil_rdata <= memory[s_axil_araddr[7:0]];   
                s_axil_rresp <= 2'b00;  
            end else if (s_axil_rvalid && s_axil_rready) begin
                s_axil_rvalid <= 0;
            end
            if (m_axis_tready && !m_axis_tvalid) begin
                m_axis_tvalid <= 1;
                m_axis_tdata <= seed + 2;  
            end else if (m_axis_tvalid && m_axis_tready) begin
                m_axis_tvalid <= 0;
            end
        end
    end
endmodule
```
`flow/run.sh`:
```
#!/bin/bash
# OpenROAD 26Q1-2900-gdf79404cd8, Yosys 0.63+post, stock flow scripts
make -C /OpenROAD-flow-scripts/flow DESIGN_CONFIG=/design/flow/config.mk WORK_HOME=/design/flow/orfs finish
```
`flow/config.mk`:
```
export PLATFORM = sky130hd
export DESIGN_NAME = s_axil
export DESIGN_NICKNAME = s_axil
export VERILOG_FILES = /design/flow/design.v
export SDC_FILE = /design/flow/constraint.sdc
export NUM_CORES = 4
export LEC_CHECK = 1
export CORE_UTILIZATION = 40
export SYNTH_MEMORY_MAX_BITS = 65536
```
==> results.txt <==
Flow results follow.

The post-route standard cell area excluding fillers is 364300 sq um. The total via count in the routed design is 159795. After detailed placement, the total cell area comes to 338100 sq um.

The fmax is 80.93 MHz. After synthesis the netlist holds a flip-flop and latch count of 8293. The average wire per standard cell is 35.52 um. For the pin with the worst max-slew slack, the measured transition is 1430 ps. The clock slew at the register clock pins of the worst setup and hold paths is 60 ps. Of the total synthesized cell area, the portion taken by full adders, half adders and majority gates is 0.003929%.

The post-synth design cell area is 318500 sq um. Yosys stat counts 15102 cells in the synthesized netlist. The critical-path cell with the highest stage delay is nor3_1. The count of library flops with an enable pin is 8256.

As logged by OpenROAD, the buffers inserted on ports number 149. The final count of hold timing violations is 0. The number of logged tool warnings is 57. The worst setup path is captured at a flop. The die covers 799800 sq um. The count of mapped cells out of synthesis is 15102. The required arrival time at the worst endpoint is 29810 ps. In the synthesized netlist, mux cells make up 14.24% of the area.

Summed over all routing layers, the global router reports a total usage of 26.76%. The first-pass GRT wire length is 1344 mm. Counting stages on the worst path, the most repeated cell is buf_4.

Across the run, the number of max-cap violations was 0. After floorplanning, the core was sized to cover 792900 sq um. The run finished with clean final reports. The mean number of vias per cell is 5.832. The dominant delay contributor by cell family on the critical path is buffers and inverters. Hold timing on the final database bottoms out at a slack of 469.0 ps. The clock passes through at most 4 buffers. TritonCTS built the clock tree. The iteration tally of the first detailed-router pass is 6.

The number of antenna violations at the first check in global routing is 70. TritonCTS created 824 clock buffers. The min-delay analysis places its worst path in the category flop to flop. Relative to the synthesized area, the layout overhead comes to 14.37%. The die width is 894.3 um. The number of global-route vias before repair is 171374.

The final global-route overflow total is 0. Summing the areas of all compound-gate instances in the mapped netlist gives 3.559% of the synthesized area. For the final routed database, the setup TNS stands at 0 ps. The number of warnings printed during yosys synthesis is 1.

The worst VDD IR drop from the latest analysis is 0.06371 mV. Setup repair after global routing left no endpoint under its margin. Across all checked pins, the minimum headroom to the slew limit is 3.923%. The post-layout minimum cycle time is 12360 ps. The number of I/O pins is 178.

Among logic cells in the layout, the one with the most instances is edfxtp_1. In the layout the commonest cells are 8256 x edfxtp_1, 1412 x mux4_2, 1282 x mux2i_1, 928 x buf_4, 826 x clkbuf_16. Routability-driven placement finished with a final weighted congestion of 0.9701.

After clock tree synthesis, the setup repair step added 0 buffers. The final timing report lists a max-slew violation count of 0. STA puts the critical path data arrival time at 13370 ps. In this run the core area contains 327 standard-cell rows. For the final database, setup skew stands at 136.1 ps. The H-tree was split into 6 levels.

The number of buffers inserted for hold repair after clock tree synthesis is 0. According to the dpl log, the detail-placed design has an HPWL of 590.7 mm. The clock sink count is 8293. For reference, the critical path cell chain is buf_16 -> buf_4 -> buf_4 -> buf_4 -> buf_4 -> buf_4 -> buf_4 -> buf_4 -> mux2i_1 -> o221ai_1 -> nor3_1 -> nor3_1 -> buf_4 -> nand3_1 -> nor4_1. The top logic cell family in the synthesized netlist is multiplexers. The worst setup path is launched from an input port.

The top fanout value on the critical path is 64. The fraction of registers with async set/reset is 0%. The final cycle utilization of the critical path is 42.90%. The DRC violation total left in the routed layout is recorded as 0. For reference, the most critical setup path is categorized as input port to flop.

The chip area line of the yosys report is 318500 sq um. Sequential elements use 78.08% of the synthesized area. Per the synthesis report, the number of distinct cell types is 77. The delay of the slowest cell on the worst path is 1140 ps. Gates resized during post-CTS repair numbered 0. The final-report setup violation count is 0. Per the CTS log, the root buffer master is clkbuf_16. The source-to-sink clock delay at the later pin of the worst-skew pair is 1210 ps. For this design the static power due to leakage is 114.3 nW. The power density over the cells is 68.16 nW/um^2. Per the final layout report, the fraction of cells sized above drive strength 1 comes to 23.09%.

The script reports the combined buffer and inverter count of the critical path as 9. The floorplan utilization is 40.16%. The number of routed nets with antenna violations is 0. The total wire length after detailed routing is 973.3 mm. Per the synthesis report, the XOR/XNOR share of the synthesized area is 0.08250%.

Looking at the cell usage after synthesis, the top flip-flop cell is edfxtp_1. After Yosys synthesis, and, or, nand and nor cells account for 2.319% of the synthesized area. The pin count of the biggest net entering global routing is 117.

For this block, the initial DRC count from the detailed router was 11795. The die height is 894.3 um. The per-instance average area after synthesis is 21.09 sq um.
-- path summary, 6_finish.rpt --
| check | start | depth (start not counted) | to | slack [ps] |
|---|---|---|---|---|
| setup / recovery | s_axil_araddr[0] | 15 | s_axil_rdata[15]$_DFFE_PP_ | 16440 |
| hold / removal | seed[9]$_SDFFE_PN0P_ | 2 | seed[9]$_SDFFE_PN0P_ | 470 |
| setup reg to reg | s_axil_wready$_DFF_P_ | 8 | memory[147][0]$_DFFE_PP_ | 24320 |
| hold reg to reg | seed[9]$_SDFFE_PN0P_ | 2 | seed[9]$_SDFFE_PN0P_ | 470 |
-- state kept, by name (all words and copies together), names as in the netlist --
| name | cells |
|---|---|
| m_axis_tdata | 32 |
| s_axil_wready | 1 |
| s_axil_rdata | 32 |
| s_axil_bvalid | 1 |
| s_axil_rvalid | 1 |
| memory | 8192 |
| m_axis_tvalid | 1 |
| seed | 32 |
| s_axil_arready | 1 |
-- kinds of logic after synthesis --
kind of cell | count (synthesis)
adders and majority gates | 1
and+or+nand+nor | 1531
buffers and inverters | 917
other | 1
AOI/OAI and AO/OA | 1597
muxes | 2732
DFF | 8293
xor gates and xnor gates | 30
-- tightest hold or removal path, delay by kind of cell, from the launching register on --
kind	cells	cell delay, ps
flip-flops	1	310
AND-OR/OR-AND	1	60
AND/OR/NAND/NOR	1	50
-- cell type report --
class | instances | area, sq um
Antenna cell | 91 | 227.7
Clock inverter | 423 | 4332
Inverter | 4 | 23.77
Fill cell | 64529 | 428700
Multi-Input combinational cell | 5895 | 67090
Tap cell | 10528 | 13170
Sequential cell | 8293 | 248700
Timing Repair Buffer | 1104 | 9200
Clock buffer | 1060 | 21550
-- power breakdown --
part / switching (mW) / leakage, nW / internal, mW
registers: 0.00899 / 74.5 / 13.3
clock network: 4.59 / 12.5 / 5.74
logic: 0.832 / 27.4 / 0.371
total: 5.43 / 114 / 19.4
-- cell usage after synthesis (6+ instances only) --
| master | n | area share (%) |
|---|---|---|
| a22o_1 | 16 | 0.044 |
| nand3_1 | 183 | 0.29 |
| nor3_1 | 337 | 0.53 |
| buf_4 | 99 | 0.23 |
| o211ai_1 | 20 | 0.047 |
| a31oi_1 | 34 | 0.067 |
| dfxtp_1 | 37 | 0.23 |
| nor2_1 | 402 | 0.47 |
| a221oi_1 | 28 | 0.077 |
| nor2b_1 | 43 | 0.084 |
| mux4_2 | 1412 | 10 |
| buf_2 | 224 | 0.35 |
| buf_1 | 71 | 0.084 |
| and2_1 | 36 | 0.071 |
| a22oi_1 | 337 | 0.79 |
| xor2_1 | 6 | 0.017 |
| a32oi_1 | 27 | 0.074 |
| a311o_1 | 7 | 0.022 |
| o22ai_1 | 281 | 0.55 |
| nand2b_1 | 8 | 0.016 |
| buf_6 | 135 | 0.48 |
| mux2_2 | 19 | 0.067 |
| edfxtp_1 | 8256 | 78 |
| xnor2_1 | 24 | 0.066 |
| or3_1 | 10 | 0.020 |
| o21ai_0 | 91 | 0.14 |
| a41oi_1 | 8 | 0.022 |
| clkbuf_1 | 352 | 0.41 |
| nor4_1 | 116 | 0.23 |
| o32ai_1 | 7 | 0.019 |
| a211oi_1 | 122 | 0.29 |
| or4_1 | 12 | 0.028 |
| nand4_1 | 78 | 0.15 |
| o221ai_1 | 277 | 0.76 |
| nand2_1 | 254 | 0.30 |
| mux4_1 | 19 | 0.16 |
| a2111oi_0 | 11 | 0.030 |
| buf_8 | 25 | 0.12 |
| mux2i_1 | 1282 | 4.0 |
| a21oi_1 | 241 | 0.38 |
| and3_1 | 16 | 0.031 |
| a311oi_1 | 23 | 0.063 |
| a21boi_0 | 32 | 0.075 |
-- layer usage --
layer  part of all wire, %  global-route usage [%]
met5                  0.55                   4.503
met4                   5.6                   10.88
met3                    21                   24.46
met2                    44                   36.56
met1                    29                   28.87
-- metrics by stage --
| stage | util (%) | cells | power (mW) | setup WS (ps) |
|---|---|---|---|---|
| global placement | 42.65 | 25824 | 14.73 | 15250 |
| floorplan | - | 15105 | 14.12 | 20240 |
| detailed placement | 42.65 | 25824 | 14.74 | 15270 |
| CTS | 45.91 | 27307 | 24.96 | 16470 |
| finish | 45.94 | 27398 | 24.83 | 16440 |
| global route | 45.93 | 27361 | 25.46 | 16140 |
Power figures rest on the tool's default switching activity, not on a simulated workload.
