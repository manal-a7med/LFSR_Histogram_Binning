$ cat run.sh
#!/bin/bash
# OpenROAD 26Q1-2900-gdf79404cd8, Yosys 0.63+post, stock flow scripts
make -C /OpenROAD-flow-scripts/flow DESIGN_CONFIG=/design/flow/config.mk WORK_HOME=/design/flow/orfs finish
$ cat config.mk
export PLATFORM = sky130hd
export DESIGN_NAME = axi_ram
export DESIGN_NICKNAME = axi_ram
export VERILOG_FILES = /design/flow/design.v
export SDC_FILE = /design/flow/constraint.sdc
export NUM_CORES = 4
export LEC_CHECK = 1
export CORE_UTILIZATION = 40
$ cat constraint.sdc
current_design axi_ram

set clk_period 2.7
set clk_io_pct 0.2

create_clock -name clk0 -period $clk_period [get_ports {aclk}]

set non_clock_inputs [all_inputs -no_clocks]
set_input_delay [expr $clk_period * $clk_io_pct] -clock clk0 $non_clock_inputs
set_output_delay [expr $clk_period * $clk_io_pct] -clock clk0 [all_outputs]
$ cat design.v
`timescale 1ns / 1ps
module axi_ram (
    input aclk,
    input aresetn,
    input [7:0] axi_awaddr,
    input axi_awvalid,
    output reg axi_awready,
    input [31:0] axi_wdata,
    input axi_wvalid,
    output reg axi_wready,
    output reg [31:0] axi_rdata,
    input axi_arvalid,
    input [7:0] axi_araddr,
    output reg axi_arready,
    output reg axi_rvalid
);
    reg [7:0] mem [0:287];  
    reg [7:0] bin_count [0:7];
    integer i;
    always @(posedge aclk or negedge aresetn) begin
        if (!aresetn) begin
            for (i = 0; i < 8; i = i + 1) 
                bin_count[i] <= 0;
            axi_awready <= 1;
            axi_wready <= 1;
            axi_arready <= 1;
            axi_rvalid <= 0;
        end else begin
            if (axi_awvalid && axi_awready) begin
                axi_awready <= 0;
                if (axi_wvalid && axi_wready) begin
                    axi_wready <= 0;
                    if (axi_awaddr < 8'h20) begin
                        bin_count[axi_awaddr[4:2]] <= axi_wdata[7:0];
                    end else if (axi_awaddr < 8'h120) begin
                        mem[axi_awaddr - 8'h20] <= axi_wdata[7:0];
                    end
                end
            end else begin
                axi_awready <= 1;
                axi_wready <= 1;
            end
            if (axi_arvalid && axi_arready) begin
                axi_arready <= 0;
                if (axi_araddr < 8'h20) begin
                    axi_rdata <= {24'b0, bin_count[axi_araddr[4:2]]};
                end else if (axi_araddr < 8'h120) begin
                    axi_rdata <= {24'b0, mem[axi_araddr - 8'h20]};
                end
                axi_rvalid <= 1;
            end else begin
                axi_arready <= 1;
                axi_rvalid <= 0;
            end
        end
    end
endmodule
==> results.yml <==
# yosys + openroad results
outcome:
  outcome: "finished, final reports clean"
clocking:
  cts_repair_resize_count: 0
  clockBufferDepth: 2
  ctsRootBufferMaster: "sky130_fd_sc_hd__clkbuf_8"
  cts_tree: "built"
  clock_insertion_delay_worst_skew_ps: 340
  post_cts_repair_timing_setup_buffer_count: 0
  cts_buf_count: 9
  postCtsHoldBufs: 0
  path_clk_slew_ps: 70
  clock_tree.htree_level_count: 3
  cts.sinks: 76
global_route:
  global_route_met2_utilization: 0.244
  antenna_found_initial: 0
  grt_use_total: 0.166
  sum_of_overflow_across_all_layers_after_global_routing: 0
  grt_first_pass_wirelength_mm: 11.6
  gr-max-usage-layer: "met1"
  grt.met3_usage: 0.0309
  grt_max_degree: 56
  grt_pass1_vias: 2194
  use_met1: 0.276
floorplanning:
  fp.dieH_um: 96.7
  core_sq_um: 8720
  effective_utilization_at_floorplan: 0.411
  num_rows: 34
  floorplan.die.width_um: 96.7
  die_area_sq_um: 9350
  num_io_pins: 89
sta:
  setup_total_negative_slack_ps: 0
  finalHoldViolations: 0
  hold-worst-slack_ps: 108
  timing.fmax_mhz: 478
  final.min_clock_period_ps: 2090
  worst_pin_slew_ps: 701
  final_min_period_over_clock_period: 0.775
  finalSetupViolCount: 0
  maxSlewViolCount: 0
  final_worst_path_setup_slack_ps: 606
  rsz0062_at_grt: "false"
  max_slew_margin: 0.532
  worst_skew_ps: 7.05
synth:
  area_figure_in_the_yosys_stat_output_sq_um: 3590
  yosys_warnings: 5
  synth.cell_area_sq_um: 3590
  postSynthSeqShare: 0.543
  syn-instance-count: 261
  ys_ff: 76
  yosysCellCount: 261
  post_synth_num_cell_types: 36
  syn_area_per_cell_sq_um: 13.7
worst_setup_path:
  ff2ff_setup_slack_ps: 810
  startpoint_type: "input port"
  crit_family: "simple AND/OR/NAND/NOR gates"
  timing.critical_path.required_ps: 2930
  crit_buf_inv: 2
  timing.critical_path.cells: "clkdlybuf4s50_1, or4b_1, nor3_4, buf_4, mux2_2"
  worst-path-max-fanout: 5
  worst_ep_arrival_time_ps: 2320
  worst_setup_path_end_kind: "flop"
  crit_path_slowest_cell: "sky130_fd_sc_hd__or4b_1"
  crit_path_max_incr_delay_ps: 590
  worstSetupPathType: "in2reg"
finish:
  area.growth.synth_to_final_pct: 20.2
  lay_top_cells: "sky130_fd_sc_hd__mux2_2, sky130_fd_sc_hd__dfrtp_1, sky130_fd_sc_hd__clkdlybuf4s50_1"
  filler_cell_count: 750
  share_of_final_layout_standard_cells_stronger_than_drive_strength_1: 0.334
  postLayoutCellArea_sq_um: 4310
routing:
  detail_route.first_pass.iterations: 4
  ant_nets: 0
  count_of_antenna_diodes_in_the_layout: 0
  first_iter_violations: 101
  avgViaCountPerCell: 5.11
  drcViolationCount: 0
  routed_wirelength_mm: 7.16
  wire_per_inst_um: 16.7
  dr_total_vias: 2189
flow_run:
  max_cap_violation_count: 0
  warnings: 53
power_and_ir_drop:
  pwr_density_cell_nw_per_um2: 558
  cell_internal_pwr_mw: 1.87
  irDropWorstVdd_uv: 295
  share_seq_of_total_power: 0.515
  power.static_leakage_nw: 2.05
  power.switching_mw: 0.532
  clockPowerShare: 0.391
  pwr-share-comb: 0.094
  total_power_mw: 2.40
  power.switching_fraction: 0.221
placed_design:
  gp_congestion: 0.772
  dp_worst_setup_slack_ps: 240
  io_buf_count: 36
  placed_cell_area_sq_um: 4090
  dpl.hpwl_mm: 4.81
hold_path:
  hold_class: "in2async"
## logic make-up (layout without fill, tap and decap cells)
kind of cell	after synthesis	after routing	synth area share
compound gates	25	25	0.0516
buf+inv	38	74	0.0656
flops	76	76	0.543
mux	86	86	0.266
other cells	1	24	0.00105
simple gates	35	35	0.0729
## Yosys cell counts
cell	count	area [sq um]
sky130_fd_sc_hd__dfrtp_1	65	1630
sky130_fd_sc_hd__mux2_2	65	732
sky130_fd_sc_hd__buf_4	24	180
sky130_fd_sc_hd__mux2i_1	20	200
sky130_fd_sc_hd__edfxtp_1	8	240
sky130_fd_sc_hd__a211oi_1	7	52.6
sky130_fd_sc_hd__nor3b_1	6	45.0
sky130_fd_sc_hd__o22a_1	6	52.6
sky130_fd_sc_hd__o22ai_1	6	37.5
sky130_fd_sc_hd__inv_1	5	18.8
sky130_fd_sc_hd__clkbuf_1	4	15.0
sky130_fd_sc_hd__nor2_1	4	15.0
sky130_fd_sc_hd__buf_1	3	11.3
sky130_fd_sc_hd__dfstp_2	3	78.8
sky130_fd_sc_hd__nand2_1	3	11.3
sky130_fd_sc_hd__nand2b_1	3	18.8
sky130_fd_sc_hd__nand3_1	3	15.0
sky130_fd_sc_hd__nand3_2	3	30.0
sky130_fd_sc_hd__a21oi_1	2	10.0
sky130_fd_sc_hd__and4b_1	2	20.0
sky130_fd_sc_hd__buf_2	2	10.0
sky130_fd_sc_hd__nor3_4	2	32.5
sky130_fd_sc_hd__nor4_1	2	12.5
sky130_fd_sc_hd__a22o_1	1	8.76
sky130_fd_sc_hd__and2_1	1	6.26
sky130_fd_sc_hd__conb_1	1	3.75
sky130_fd_sc_hd__mux4_2	1	22.5
sky130_fd_sc_hd__nand4_1	1	6.26
sky130_fd_sc_hd__nor4b_2	1	15.0
sky130_fd_sc_hd__nor4bb_1	1	10.0
sky130_fd_sc_hd__o21ai_0	1	5.00
sky130_fd_sc_hd__o221ai_1	1	8.76
sky130_fd_sc_hd__o32a_1	1	10.0
sky130_fd_sc_hd__or3_1	1	6.26
sky130_fd_sc_hd__or4_1	1	7.51
sky130_fd_sc_hd__or4b_1	1	10.0
## state kept, by name, summed over array words and instances (netlist names)
| signal | cells |
|---|---|
| axi_arready | 1 |
| axi_awready | 1 |
| axi_rdata | 8 |
| axi_rvalid | 1 |
| axi_wready | 1 |
| bin_count | 64 |
## metrics by stage
stage                util  instances
global placement    0.469        412
global route        0.494        428
finish              0.494        428
detailed placement  0.469        412
CTS                 0.494        428
floorplan               -        284
## final cells by class
| type | instances | area (sq um) | area share |
|---|---|---|---|
| clock inverter | 5 | 75.1 | 0.0174 |
| inverter | 5 | 18.8 | 0.00436 |
| multi-input combinational | 170 | 1500 | 0.348 |
| timing repair buffer | 53 | 495 | 0.115 |
| clock buffer | 11 | 141 | 0.0328 |
| tap | 108 | 135 | 0.0314 |
| sequential | 76 | 1950 | 0.452 |
## power by group through the flow
stage	combinational [mW]	clock [mW]	sequential, mW
5_1_grt	0.251	1.02	1.24
4_1_cts	0.230	0.964	1.24
6_report	0.226	0.940	1.24
## layer usage
metal	vias up	wire length [um]
li1	1027	-
met1	1099	3480
met2	56	3260
met3	7	333
met4	0	81
met5	-	0
## worst paths after layout
path	start	endpoint	cells past startpoint
worst min register to register	bin_count[2][6]	bin_count[2][6]	1
worst max-delay path	axi_awaddr[7]	bin_count[7][5]	5
min in group clk0	bin_count[2][6]	bin_count[2][6]	1
worst max register to register	axi_awready	bin_count[5][4]	5
worst min-delay path	aresetn	bin_count[6][1]	1
max in group asynchronous	aresetn	axi_rvalid	2
Power is estimated from default activity; no workload was simulated.
